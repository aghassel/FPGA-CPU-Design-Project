==> ./design.v <==
module mux2to1(data_1, data_2, out, select);
	input wire [31:0] data_1, data_2;
	input wire select;
	output reg [31:0]out;
	always@(*)begin
		if (select)
			out <= data_2;
		else
			out <= data_1;
	end
endmodule
module MD_reg32(
    input clr, clk, read, MDRin,
    input [31:0] BusMuxOut, Mdatain,
    output [31:0] Q
);
    wire [31:0] D;
	 mux2to1 MDMux(
        .data_1(BusMuxOut),
        .data_2(Mdatain),
        .select(read),
        .out(D)
	);
	reg32bit MDR(
		.clr(clr),
		.clk(clk),
		.enable(MDRin),
		.D(D),
		.Q(Q)
	);
endmodule
module reg32bit #(parameter qInitial = 0)(clr, clk, enable, D, Q);
	input wire clr, clk, enable;
	input wire [31:0]D;
	output reg [31:0]Q;
	initial Q = qInitial;
	always @(posedge clk) begin
		if (clr)  
			Q <= 0;
		else if (enable)  
			Q <= D;
	end
endmodule
==> ./run.sh <==
#!/bin/bash
# OpenROAD 26Q1-2900-gdf79404cd8, Yosys 0.63+post, stock flow scripts
make -C /OpenROAD-flow-scripts/flow DESIGN_CONFIG=/design/flow/config.mk WORK_HOME=/design/flow/orfs finish
==> ./config.mk <==
export PLATFORM = sky130hd
export DESIGN_NAME = MD_reg32
export DESIGN_NICKNAME = MD_reg32
export VERILOG_FILES = /design/flow/design.v
export SDC_FILE = /design/flow/constraint.sdc
export NUM_CORES = 4
export LEC_CHECK = 1
export CORE_AREA = 10 10 100 100
export DIE_AREA = 0 0 110 110
==> ./constraint.sdc <==
current_design MD_reg32

set clk_period 1.0
set clk_io_pct 0.2

create_clock -name clk0 -period $clk_period [get_ports {clk}]

set non_clock_inputs [all_inputs -no_clocks]
set_input_delay [expr $clk_period * $clk_io_pct] -clock clk0 $non_clock_inputs
set_output_delay [expr $clk_period * $clk_io_pct] -clock clk0 [all_outputs]
==> git commit body <==
Log flow metrics for this revision

* Clock-pin slew reported for the worst setup and hold paths after clock tree synthesis: 60 ps
* Dominant logic cell types in the final layout: sky130_fd_sc_hd__clkdlybuf4s50_1 (65), sky130_fd_sc_hd__dfxtp_2 (32), sky130_fd_sc_hd__mux2i_1 (32), sky130_fd_sc_hd__nor2_1 (32), sky130_fd_sc_hd__a211oi_1 (32)
- Across all layers, the routed design uses 1393 vias.
* Final hold viol count: 0
- Maximum number of pins on one net before global-route repair: 37
* R2R depth: 4
- Sw Share: between 20 and 25%
- The clock passes through at most 2 buffers.
- Clock network fraction of design power: 31.6%
- Final critical-path share of the clock period: between 90% and 100%
* Simple-gate portion of the synthesized area: 8.36%
- Area of all placed cells without fillers: 2600 µm²
* Placed insts: ~340
- Setup slack on the critical path of the routed design comes to 41.2 ps.
* Yosys Chip Area: 1440 µm²
* Cells traversed along the worst timing path: clkdlybuf4s15_1
- Share of total power in sequential cells: 45.7%
- Post-Place Cell Area: ~2600 µm²
- Per report_power, the combinational group accounts for 22.6% of the total.
- Number of cells on the worst hold path: 3
* Average detailed-routed wire length per instance: 13.2 µm
* Critical path start-end classification: flop to output port
* Worst Path Buf+Inv: 1
- Shortest clock period the worst path allows after layout: 959 ps
- Die span in x: 110 µm
- Leakage: 1.12 nW
- The vertical die dimension reported for this design is 110 µm.
- # clock sinks: 32
* Count of instantiated cells in the yosys netlist: 142
* Multiplexer share of the synthesized area: 22.3%
* CTS tree: yes
- Total of max-cap violations: 0
- Number of global-route vias before repair: 1449
* Peak per-stage delay on the critical path: roughly 320 ps
- Count of pins on the block boundary: 100
- Register containing the most flip-flops in the final layout: MDR.Q
- As reported, the later end of the worst-skew pair has a clock insertion delay of around 270 ps.
- Length of the first detailed-routing pass in iterations: 4
- Once synthesis finished, the tally of register bits stood at 32.
- Share of final-layout standard cells stronger than drive strength 1: 35.2%
* Setup violation total in the final timing report: 0
- The internal portion of the total power is 2.43 mW.
- Comb. cell area: 681 µm²
* Post-layout util: 33.3%
- Die area: 12100 µm²
- Slew HR: 85.9%
* Floorplan row count: 32
- In the final layout, the fill cell count is 820.
* Adder share: 0%
- Setup repair after global routing missed its margin: no
- Max rail drop VDD: 508 µV
* Required time of the critical path: 800 ps
- The total area inside the core boundary comes to roughly 7800 µm².
- The flow ran to the end, and the final reports show no timing, DRC or antenna violations.
- The analysis attributes to net switching a power of 0.706 mW.
- Slew Viols, Final: 0
- Per the synthesis report, the number of distinct cell types is 9.
- Synth logic family: multiplexers
- Between clock sinks in the finished design, the worst skew comes to 0 ps.
- The layout report lists the combined flip-flop and latch area as 681 µm².
- Startpoint types: flop
- Worst path top cell family by delay: flip-flops
* Residual DRC count: 0
* CTS root buf: sky130_fd_sc_hd__clkbuf_8
- Transition time at the pin with the least slew margin: just over 200 ps
- Maximum level of the CTS H-tree: 2
- Number of buffers inserted by hold repair at cts: 0
* Largest registers: MDR.Q (32)
- Total half-perimeter wirelength after legalization and detailed placement: 3720 µm
* XOR/XNOR Area Share: 0%
* Number of warnings reported in the yosys synthesis log: 2
- The slowest stage of the critical path is the sky130_fd_sc_hd__dfxtp_2 cell.
- Number of flip-flops under the largest register name: 32
* Inserted Clock Buffers: 5
- Diode insertion count for antenna repair: 0
- The tool warning count for the run is 25.
- HP Class: input port to flop
* Type of element capturing the critical path: output port
* Final Hold Slack: between 300 and 400 ps
- Fmax: 1040 MHz
- The initial antenna violation count was 0.
* Number of DRC markers after the initial detailed-route iteration: 19
- Share of the yosys chip area belonging to registers: 44.6%
- The area growth from synthesis to layout is 81.0%.
- Synthesized netlist cell count: 142
* Power per cell area: 1210 nW/µm²
* DRT antenna net count: 0
- Aggregate global routing overflow: 0
- Initial core utilization: 18.4%
* Post-detailed-route via-to-cell ratio: slightly below 4
* Final weighted congestion of routability-driven global placement: ~0.7
- Of the total synthesized cell area, the portion taken by AND-OR and OR-AND cells is 16.7%.
- Excluding fillers, the count of instances in the completed layout stands at 355.
* Mean instance size in the synthesized netlist: approximately 10 µm²
* Overall power after layout: 3.14 mW
* Cell depth of the worst setup path: 1
* Global-route wire length before repair: 7280 µm
* Total track usage: under 10%
* Final setup TNS: 0 ps
- Worst endpoint data arrival time: 760 ps
- Most frequent logic cell in the layout: sky130_fd_sc_hd__clkdlybuf4s50_1
- I/O Buffers: 99
- Summed instance area of the synthesized netlist: 1440 µm²
* Worst setup slack after placement: -114 ps
- After detailed routing, the total wire length is 4690 µm.
- The critical path maximum fanout is 2.
==> cell families after synthesis <==
group           after synthesis
buf+inv                      14
mux                          32
flops                        32
compound gates               32
simple gates                 32
==> synth_stat cells <==
cell type | number | area share, %
sky130_fd_sc_hd__buf_6 | 1 | 0.78
sky130_fd_sc_hd__clkbuf_1 | 6 | 1.6
sky130_fd_sc_hd__buf_2 | 3 | 1.0
sky130_fd_sc_hd__dfxtp_1 | 32 | 45
sky130_fd_sc_hd__mux2i_1 | 32 | 22
sky130_fd_sc_hd__buf_4 | 1 | 0.52
sky130_fd_sc_hd__buf_12 | 3 | 4.2
sky130_fd_sc_hd__a211oi_1 | 32 | 17
sky130_fd_sc_hd__nor2_1 | 32 | 8.4
==> final timing paths <==
path / start / end / slack (ps)
max: MDR.Q[18] / Q[18] / 40
min: MDRin / MDR.Q[11] / 360
max reg2reg: MDR.Q[0] / MDR.Q[0] / 190
min reg2reg: MDR.Q[23] / MDR.Q[23] / 480
==> routing by layer <==
| layer | vias up | wire length, µm | global-route usage (%) |
|---|---|---|---|
| met2 | 58 | 2190 | 12.2 |
| li1 | 736 | - | - |
| met1 | 597 | 1890 | 8.83 |
| met4 | 0 | 18 | 0.651 |
| met3 | 2 | 593 | 4.05 |
| met5 | - | 0 | 0 |
==> timing repair <==
action / in CTS / in global routing
pin swaps: 0 / 0
setup endpoints to repair: 32 / 24
buffers inserted: 4 / 6
resized: 107 / 24
==> power groups by stage <==
stage | Combinational [mW] | Sequential [mW] | Clock (mW)
finish | 0.710 | 1.43 | 0.992
global route | 0.791 | 1.45 | 1.11
CTS | 0.740 | 1.44 | 1.05
==> cell type report <==
type	instances	area share, %
tap	102	4.90
multi-input combinational	96	26.2
sequential	32	26.2
timing repair buffer	117	39.3
clock buffer	8	3.46
Power figures rest on the tool's default switching activity, not on a simulated workload.
