### ./design.v
module encoder32to5 (input wire [31:0]ein, output reg [4:0] eout);
	always @(ein) begin
		if(ein[31]==1) eout=5'b11111;
		else if (ein[30]==1) eout=5'b11110;
		else if (ein[29]==1) eout=5'b11101;
		else if (ein[28]==1) eout=5'b11100;
		else if (ein[27]==1) eout=5'b11011;
		else if (ein[26]==1) eout=5'b11010;
		else if (ein[25]==1) eout=5'b11001;
		else if (ein[24]==1) eout=5'b11000;
		else if (ein[23]==1) eout=5'b10111;
		else if (ein[22]==1) eout=5'b10110;
		else if (ein[21]==1) eout=5'b10101;
		else if (ein[20]==1) eout=5'b10100;
		else if (ein[19]==1) eout=5'b10011;
		else if (ein[18]==1) eout=5'b10010;
		else if (ein[17]==1) eout=5'b10001;
		else if (ein[16]==1) eout=5'b10000;
		else if (ein[15]==1) eout=5'b01111;
		else if (ein[14]==1) eout=5'b01110;
		else if (ein[13]==1) eout=5'b01101;
		else if (ein[12]==1) eout=5'b01100;
		else if (ein[11]==1) eout=5'b01011;
		else if (ein[10]==1) eout=5'b01010;
		else if (ein[9]==1) eout=5'b01001;
		else if (ein[8]==1) eout=5'b01000;
		else if (ein[7]==1) eout=5'b00111;
		else if (ein[6]==1) eout=5'b00110;
		else if (ein[5]==1) eout=5'b00101;
		else if (ein[4]==1) eout=5'b00100;
		else if (ein[3]==1) eout=5'b00011;
		else if (ein[2]==1) eout=5'b00010;
		else if (ein[1]==1) eout=5'b00001;
		else eout=5'b00000;					
	end
endmodule
module mux32to1(data0, data1, data2, data3, data4, data5, data6, data7, data8, data9, data10, data11, data12, data13, data14, data15, data16, data17, data18, data19, data20, data21, data22, data23, data24, data25, data26, data27, data28, data29, data30, data31, out, s);
	input wire [31:0] data0, data1, data2, data3, data4, data5, data6, data7, data8, data9, data10, data11, data12, data13, data14, data15, data16, data17, data18, data19, data20, data21, data22, data23, data24, data25, data26, data27, data28, data29, data30, data31;
	input wire [4:0] s;
	output reg [31:0] out;
	always @(*) begin 
		if (s==5'd31) out <= data31;
		else if (s==5'd30) out <= data30;
		else if (s==5'd29) out <= data29;
		else if (s==5'd28) out <= data28;
		else if (s==5'd27) out <= data27;
		else if (s==5'd26) out <= data26;
		else if (s==5'd25) out <= data25;
		else if (s==5'd24) out <= data24;
		else if (s==5'd23) out <= data23;
		else if (s==5'd22) out <= data22;
		else if (s==5'd21) out <= data21;
		else if (s==5'd20) out <= data20;
		else if (s==5'd19) out <= data19;
		else if (s==5'd18) out <= data18;
		else if (s==5'd17) out <= data17;
		else if (s==5'd16) out <= data16;
		else if (s==5'd15) out <= data15;
		else if (s==5'd14) out <= data14;
		else if (s==5'd13) out <= data13;
		else if (s==5'd12) out <= data12;
		else if (s==5'd11) out <= data11;
		else if (s==5'd10) out <= data10;
		else if (s==5'd9) out <= data9;
		else if (s==5'd8) out <= data8;
		else if (s==5'd7) out <= data7;
		else if (s==5'd6) out <= data6;
		else if (s==5'd5) out <= data5;
		else if (s==5'd4) out <= data4;
		else if (s==5'd3) out <= data3;
		else if (s==5'd2) out <= data2;
		else if (s==5'd1) out <= data1;
		else if (s==5'd0) out <= data0;
	end
endmodule
module bus  #(parameter wordSize = 32)(
    input R0out, R1out, R2out, R3out, R4out, R5out, R6out, R7out, R8out, R9out, R10out, R11out, R12out, R13out, R14out, R15out,
    input HIout, LOout, ZHighOut, ZLowOut, PCout, MDRout, InPortOut, Cout,
    input [wordSize-1:0] BusMuxIn_R0, BusMuxIn_R1, BusMuxIn_R2, BusMuxIn_R3, BusMuxIn_R4, BusMuxIn_R5, BusMuxIn_R6, BusMuxIn_R7, BusMuxIn_R8, BusMuxIn_R9, BusMuxIn_R10, BusMuxIn_R11, BusMuxIn_R12, BusMuxIn_R13, BusMuxIn_R14, BusMuxIn_R15,
    input [wordSize-1:0] BusMuxIn_HI, BusMuxIn_LO, BusMuxIn_Zhigh, BusMuxIn_Zlow, BusMuxIn_PC, BusMuxIn_MDR, BusMuxIn_InPort, C_sign_extended,
    output [wordSize-1:0] BusMuxOut
);
wire [4:0] s;
encoder32to5 myEncoder (
	.ein({8'b0, Cout, InPortOut, MDRout, PCout, ZHighOut, ZLowOut, HIout, LOout, 
        R15out, R14out, R13out, R12out, R11out, R10out, R9out, R8out, R7out, R6out, R5out, R4out, R3out, R2out, R1out, R0out}),
	.eout(s)
);
mux32to1 BusMux(
    .data0(BusMuxIn_R0),
    .data1(BusMuxIn_R1),
    .data2(BusMuxIn_R2),
    .data3(BusMuxIn_R3),
    .data4(BusMuxIn_R4),
    .data5(BusMuxIn_R5),
    .data6(BusMuxIn_R6),
    .data7(BusMuxIn_R7),
    .data8(BusMuxIn_R8),
    .data9(BusMuxIn_R9),
    .data10(BusMuxIn_R10),
    .data11(BusMuxIn_R11),
    .data12(BusMuxIn_R12),
    .data13(BusMuxIn_R13),
    .data14(BusMuxIn_R14),
    .data15(BusMuxIn_R15),
    .data16(BusMuxIn_LO),
    .data17(BusMuxIn_HI),
    .data18(BusMuxIn_Zlow),
    .data19(BusMuxIn_Zhigh),
    .data20(BusMuxIn_PC),
    .data21(BusMuxIn_MDR),
    .data22(BusMuxIn_InPort),
    .data23(C_sign_extended),
    .data24(0),
    .data25(0),
    .data26(0),
    .data27(0),
    .data28(0),
    .data29(0),
    .data30(0),
    .data31(0),
    .s(s),
    .out(BusMuxOut)
    );
    endmodule
### ./run.sh
#!/bin/bash
# OpenROAD 26Q1-2900-gdf79404cd8, Yosys 0.63+post, stock flow scripts
make -C /OpenROAD-flow-scripts/flow DESIGN_CONFIG=/design/flow/config.mk WORK_HOME=/design/flow/orfs finish
### ./config.mk
export PLATFORM = sky130hd
export DESIGN_NAME = bus
export DESIGN_NICKNAME = bus
export VERILOG_FILES = /design/flow/design.v
export SDC_FILE = /design/flow/constraint.sdc
export NUM_CORES = 4
export LEC_CHECK = 1
export CORE_AREA = 10 10 319 319
export DIE_AREA = 0 0 329 329
### ./constraint.sdc
current_design bus

set clk_period 19.0
set clk_io_pct 0.2

create_clock -name clk0 -period $clk_period

set non_clock_inputs [all_inputs -no_clocks]
set_input_delay [expr $clk_period * $clk_io_pct] -clock clk0 $non_clock_inputs
set_output_delay [expr $clk_period * $clk_io_pct] -clock clk0 [all_outputs]
==> results.rst <==
Metrics
=======

.. list-table::
   :header-rows: 1

   * - Metric
     - Value
   * - Number of enable-type register cells in the synthesized netlist
     - 0
   * - XOR Share, Synth
     - 0
   * - Worst path required time
     - 15.20 ns
   * - Residual antenna-violating net count after detailed routing
     - 0
   * - TritonRoute pass-1 iters
     - 6
   * - Multi-input gate area
     - 7390 um2
   * - Number of warnings in the stage logs
     - 33
   * - Transition time at the pin with the least slew margin
     - 0.987 ns
   * - Fa+ha+maj area frac
     - 0
   * - Number of register pins that no clock reaches
     - 32
   * - Endpoints left unconstrained
     - 32
   * - Final Max Slew Viols
     - 0
   * - Minimum clock period after layout
     - 14.31 ns
   * - Most flops, register
     - BusMux.out
   * - Critical-path top delay cell
     - o21ai_0
   * - Number of flip-flops in the largest register
     - 32
   * - Primary FF master, synth
     - dlxtn_1
   * - Number of ports placed on the die boundary
     - 824
   * - Reported max-cap violation count
     - 0
   * - First DRT Iteration DRCs
     - 1286
   * - Arrival time at the worst endpoint
     - 10.51 ns
   * - Type of the worst setup path
     - primary input to primary output
   * - Post-route core utilization
     - 0.194
   * - Area share of and/or/nand/nor cells after synthesis
     - 0.292
   * - Detail Placement HPWL
     - 108 mm
   * - Sum of negative setup slack
     - 0 ns
   * - Number of placement rows
     - 113
   * - Highest ir drop seen on vdd
     - 8.73 uV
   * - Maximum clock frequency
     - 69.9 MHz
   * - Cell Int Power
     - 207 uW
   * - Largest family of logic cells by area
     - AND-OR/OR-AND gates
   * - Startpoint of the worst setup timing path
     - InPortOut
   * - Critical Path Sink Type
     - primary output
   * - Routed WL per cell
     - 35.4 um
   * - Total count of hold-check failures in the final report
     - 0
   * - Crit path cell chain
     - buf_2, buf_4, inv_1, nand2_1, buf_4, a211o_1, nand2_4, buf_4, buf_4, nand2_1, o21ai_0, a21oi_1, a21boi_0, buf_4, o31ai_1, nand2_1, dlxtn_1, clkdlybuf4s50_1
   * - Post-Route WL
     - 125 mm
   * - Share of flip-flops with an asynchronous set or reset after synthesis
     - 0
   * - Kind of cell with the highest combined delay on the critical path
     - buffers and inverters
   * - Area reported by Yosys stat
     - 8270 um2
   * - Filler cells
     - 10800
   * - # resized after CTS
     - 0
   * - Crit start category
     - primary input
   * - Most frequent cell on the critical path
     - buf_4
   * - Delay contributed by the slowest stage of the critical path
     - 0.77 ns
   * - Area share of the largest cell type after synthesis
     - 0.122
   * - Static leakage
     - 0.00643 uW
   * - Yosys aoi share
     - 0.520
   * - Switching share of power
     - 0.453
   * - Combined buffer and inverter count along the critical path
     - 8
   * - Count of hold buffers inserted by post-cts repair
     - 0
   * - I/O Buffers
     - 823
   * - Number of warnings issued by yosys
     - 2
   * - Yosys stat cell total
     - 1434
   * - Psw
     - 172 uW
   * - Chip Width
     - 329 um
   * - DR DRC count
     - 0
   * - Count of buffers added by post-CTS timing repair for setup
     - 0
   * - Worst-path maximum fanout
     - 31
   * - Floorplan core density
     - 0.0872
   * - GRT Residual Overflow
     - 0
   * - FF+latch count, synth
     - 32
   * - Setup repair after global routing missed its margin
     - false
   * - Total via count after detailed routing
     - 15700
   * - Post-synth top cells
     - 269 x nand2_1, 189 x o21ai_0, 138 x a21oi_1
   * - Vias in the first global route
     - 15900
   * - Global-route wire length before repair
     - 157 mm
   * - Height of the die
     - 329 um
   * - Initial antenna violation count
     - 57
   * - Final setup violation count
     - 0
   * - Fraction of layout cells with a size suffix above 1
     - 0.0637
   * - Top flop regs
     - BusMux.out: 32 flops
   * - MUX share of area
     - 0.0540
   * - Cell type with the largest total area
     - nand2_1
   * - Dominant cells by area after synthesis
     - nand2_1 12%, o21ai_0 11%, a21oi_1 8.3%
   * - Cells after Synth
     - 1434
   * - Pin count of the biggest net entering global routing
     - 76
   * - Final worst path period share
     - 0.753
   * - Total die size
     - 108000 um2
   * - Area growth from synthesis to layout
     - 122%
   * - Leading cell type by number of instances after synthesis
     - nand2_1
   * - Cell area power density
     - 20.6 nW/um2
   * - Footprint of the flip-flops and latches
     - 480 um2
   * - Placeable core region
     - 94900 um2
   * - Netlist area before placement
     - 8270 um2
   * - Result of the run
     - finished clean
   * - Average vias per placed instance
     - 4.47
   * - Overall power
     - 379 uW
   * - Syn avg cell area
     - 5.77 um2
   * - All-layer global routing usage
     - 0.221
   * - Number of different library cells in the post-synthesis netlist
     - 76
   * - Routability congestion estimate
     - 0.935
   * - Relative slew slack
     - 0.340
stage by stage:
step                cells  worst slack (ns)  instance area, um2
floorplan            1465              8.88                8390
global placement     3509              4.40               18400
detailed placement   3509              4.41               18400
CTS                  3509              4.44               18400
global route         3511              4.34               18400
finish               3516              4.69               18400
logic make-up after synthesis:
group           Yosys count
compound gates          669
mux                      43
latches                  32
simple gates            549
buf+inv                 140
other cells               1
worst max path at each step:
| stage | to | cells past startpoint |
|---|---|---|
| finish | BusMuxOut[30] | 18 |
| global route | BusMuxOut[30] | 18 |
| CTS | BusMuxOut[30] | 18 |
placed cells by master, fill, tap and decap left out, types with 6 or more instances in the layout:
cell	n
a211oi_1	38
o22ai_1	45
mux2i_1	30
o31ai_1	8
a221oi_1	15
o2111ai_1	12
a22oi_1	15
diode_2	7
nor3_1	37
nor4_1	9
o211ai_1	27
inv_1	11
o221ai_1	27
and3_1	10
clkdlybuf4s50_1	821
dlxtn_1	32
a21o_1	6
mux2_2	13
a221o_1	14
or3_1	6
nand2_1	268
nand3_1	55
conb_1	32
o41ai_1	8
o21ai_1	17
nor2_1	107
nor2_4	6
buf_4	84
a31oi_1	31
a21oi_1	138
o21ai_0	189
a211o_1	9
a2bb2oi_1	13
a32oi_1	9
nor2_2	7
and4_1	6
cell type report:
type | count | area share
well taps | 1265 | 0.0861
inverters | 12 | 0.00245
repair buffers | 907 | 0.482
flip-flops and latches | 32 | 0.0262
diodes | 7 | 0.000953
multi-input cells | 1293 | 0.402
power by group through the flow:
stage / clock [uW] / sequential [uW] / combinational, uW
after CTS: 0 / 8.85 / 373
after global routing: 0.0000144 / 9.11 / 392
per-layer routing:
metal / part of all wire / vias to the layer above / GRT usage
met5: 0.0020 / - / 0
met4: 0.014 / 36 / 0.0280
met3: 0.078 / 102 / 0.0477
met2: 0.47 / 926 / 0.366
met1: 0.43 / 7573 / 0.299
li1: - / 7082 / -
No activity file was given, so power comes from the tool's default toggle rates.
